==> flow/design.v <==
module mux2to1 #(
    parameter WIDTH = 32
) (
    input logic[WIDTH-1:0] IN_A,
    input logic[WIDTH-1:0] IN_B,
    input logic SEL,
    output logic[WIDTH-1:0] OUT
);
assign OUT = SEL ? IN_B:IN_A;
endmodule
==> flow/run.sh <==
#!/bin/bash
# OpenROAD 26Q1-2900-gdf79404cd8, Yosys 0.63+post, stock flow scripts
make -C /OpenROAD-flow-scripts/flow DESIGN_CONFIG=/design/flow/config.mk WORK_HOME=/design/flow/orfs finish
==> flow/config.mk <==
export PLATFORM = sky130hd
export DESIGN_NAME = mux2to1
export DESIGN_NICKNAME = mux2to1
export VERILOG_FILES = /design/flow/design.v
export SDC_FILE = /design/flow/constraint.sdc
export NUM_CORES = 4
export LEC_CHECK = 1
export CORE_AREA = 10 10 70 70
export DIE_AREA = 0 0 80 80
==> flow/constraint.sdc <==
current_design mux2to1

set clk_period 1.0
set clk_io_pct 0.2

create_clock -name clk0 -period $clk_period

set non_clock_inputs [all_inputs -no_clocks]
set_input_delay [expr $clk_period * $clk_io_pct] -clock clk0 $non_clock_inputs
set_output_delay [expr $clk_period * $clk_io_pct] -clock clk0 [all_outputs]
==> flow_summary.json <==
{
  "portBuffers": 97,
  "arrival_ps": 980,
  "antenna_found_initial": 0,
  "vdd_drop_max_v": 0.000173,
  "synth_stat.cells": 36,
  "start_kind": "input port",
  "initCoreUtil_pct": 15.9,
  "tightest_slew_ps": 61.1,
  "cp_max_fo": 7,
  "failed_checks": "negative setup slack",
  "warnings": 34,
  "finalMaxSlewViolations": 0,
  "slew-limit-headroom_pct": 95.9,
  "fin_cells": 192,
  "grt_max_degree": 8,
  "tns_ps": -5030,
  "grt_pass1_vias": 824,
  "cts_hold_buf": 0,
  "antenna_cells_inserted": 0,
  "critPathMostFrequentCell": "buf_12",
  "final_common_cell": "dlygate4sd2_1",
  "combPwrFrac_pct": 100.0,
  "syn2layout_area_growth_pct": 212,
  "power_density_mw_per_mm2": 389,
  "min_path_type": "input port to primary output",
  "syn_avg_cell_area_sq_um": 15.1,
  "p_leak_uw": 0.000990,
  "ant_nets": 0,
  "gp_congestion": 0.760,
  "die_w_microns": 80,
  "finalCriticalPeriod_ps": 1180,
  "setup_viol": 32,
  "drt_iter0_drc": 4,
  "finalClockPeriodUsage_pct": 118,
  "wl_per_cell_microns": 14.8,
  "end_kind": "primary output",
  "dp_worst_setup_slack_ps": -497,
  "yosysWarningCount": 0,
  "routed_via_density": 3.80,
  "setup_ws_ps": -175,
  "postSynthSeqShare_pct": 0,
  "outcome": "finished with violations",
  "layout_top_cells": "dlygate4sd2_1 (40), mux2_4 (32), buf_6 (29), dlymetal6s2s_1 (14), buf_2 (12)",
  "p_clk_share_pct": 0,
  "place_hpwl_microns": 2400,
  "flop-count": 0,
  "drv_cap": 0,
  "ff_latch_area_sq_um": 0,
  "dpl.cell_count": 177,
  "cp.required_ps": 800,
  "yosys_area_sq_um": 544,
  "nClkBuffers": 0,
  "final_area_sq_mm": 0.00170,
  "vias": 730,
  "place_area_sq_mm": 0.00154,
  "rows": 21,
  "p_int_uw": 519,
  "dieHeight_microns": 80,
  "cp_slowest_stage_delay_ps": 300,
  "syn_inst": 36,
  "max_freq_mhz": 851,
  "cpMaxStageDelayCell": "mux2_4",
  "pwr-share-seq_pct": 0,
  "power_uw": 660,
  "drcViolationCount": 0,
  "ios": 97,
  "path_class": "input port to primary output",
  "drive_above_1_share_pct": 56.2,
  "grt_pass1_wl_microns": 4150,
  "core_area_sq_mm": 0.00342,
  "synth_cell_types": 4,
  "power_switching_share_pct": 21.3,
  "track_usage_pct": 7.87,
  "hold_viol": 0,
  "firstDrtPassIters": 2,
  "grt_overflow": 0,
  "rsz0062_at_grt": "true",
  "cp_cell_sequence": "buf_12, buf_12, buf_8, mux2_4, buf_6",
  "p_switching_uw": 141,
  "die_area_sq_mm": 0.00640,
  "wirelength_microns": 2850,
  "netlist_area_sq_um": 544
}
==> final cells by class <==
cell class                 instances  area [sq um]
fill                             327          1720
timing repair buffer             114          1160
multi-input combinational         32           480
tap                               46          57.6
==> through the flow <==
stage                     util, %  hold WS [ps]
after floorplan                 -           498
after global placement       45.0          1330
after detailed placement     45.0          1330
after CTS                    47.0           800
after global routing         49.7           714
final                        49.7           694
==> synthesized netlist by cell type <==
cell | n | share of area (%)
mux2_2 | 2 | 4.1
buf_12 | 3 | 11
buf_6 | 1 | 2.1
mux2_4 | 30 | 83
==> cell families (layout without fill, tap and decap cells) <==
logic type	after synthesis	count (layout)	share of synthesized area, %
buffers and inverters	4	114	13.1
muxes	32	32	86.9
==> routing by layer <==
metal	GRT usage [%]	wire, microns	up-vias
met2	14.3	1390	51
met4	0	0	0
li1	-	-	362
met5	0	0	-
met3	3.07	313	0
met1	8.97	1140	317
==> final timing paths <==
path                  startpoint       to  slack [ps]  cells after the start
worst max-delay path         SEL  OUT[31]        -180                      5
worst min-delay path    IN_A[24]  OUT[24]         690                      3
==> timing repair <==
item / 4_1_cts / 5_1_grt
resized: 170 / 23
cloned: 1 / 0
endpoints found under the setup margin: 32 / 32
buffers inserted: 14 / 0
pin swaps: 0 / 0
==> worst max-delay path, delay by kind of cell <==
kind                   cells  cell delay [ps]
muxes                      1              300
buffers and inverters      4              470
==> power by group through the flow <==
| stage | Sequential, uW | Clock [uW] | Combinational [uW] |
|---|---|---|---|
| 6_report | 0 | 0 | 660 |
| 5_1_grt | 0 | 0 | 706 |
| 4_1_cts | 0 | 0 | 644 |
Power figures rest on the tool's default switching activity, not on a simulated workload.
