**./design.v**
```verilog
module mux4to1 #(
    parameter WIDTH = 32
) (
    input logic[WIDTH-1:0] IN_A,
    input logic[WIDTH-1:0] IN_B,
    input logic[WIDTH-1:0] IN_C,
    input logic[WIDTH-1:0] IN_D,
    input logic[1:0] SEL,
    output logic[WIDTH-1:0] OUT
);
always @(*) begin
    case(SEL)
        2'b00: OUT <= IN_A;
        2'b01: OUT <= IN_B;
        2'b10: OUT <= IN_C;
        2'b11: OUT <= IN_D;
    endcase
end
endmodule
```
**./config.mk**
```make
export PLATFORM = sky130hd
export DESIGN_NAME = mux4to1
export DESIGN_NICKNAME = mux4to1
export VERILOG_FILES = /design/flow/design.v
export SDC_FILE = /design/flow/constraint.sdc
export NUM_CORES = 4
export LEC_CHECK = 1
export CORE_AREA = 10 10 84 84
export DIE_AREA = 0 0 94 94
```
**./constraint.sdc**
```tcl
current_design mux4to1

set clk_period 1.1
set clk_io_pct 0.2

create_clock -name clk0 -period $clk_period

set non_clock_inputs [all_inputs -no_clocks]
set_input_delay [expr $clk_period * $clk_io_pct] -clock clk0 $non_clock_inputs
set_output_delay [expr $clk_period * $clk_io_pct] -clock clk0 [all_outputs]
```
**./run.sh**
```bash
#!/bin/bash
# OpenROAD 26Q1-2900-gdf79404cd8, Yosys 0.63+post, stock flow scripts
make -C /OpenROAD-flow-scripts/flow DESIGN_CONFIG=/design/flow/config.mk WORK_HOME=/design/flow/orfs finish
```
==> run notes <==
Synthesis and PnR results.

- The flow ran to the end, but the final reports show violations.
- The final reports fail on negative setup slack.
- The number of DRC markers after the initial detailed-route iteration reads 24.
- The number of global-route vias before repair reads 1466.
- Per STA, the highest per-stage delay on the worst path measures 0.50 ns.
- The internal power summed over all cells is 600 uW.
- The pre-CTS setup check shows a worst slack of -0.869 ns.
- In this run switching power makes up 26.5% of total power.
- The top cell type's share of synthesized area is 82.9%.
- The cell with the most instances after synthesis reads mux4_2.
- The sequential fraction of design power reads 0%.
- The stage-log warning count reads 35.
- The final cell area excluding filler cells is 0.00238 mm2.
- The critical path data required time reads 0.88 ns.
- The first-pass GRT wire length is 9430 um.
- The final tally of max-slew violations reads 0.
- The yosys synthesis chip area reads 815 um2.
- Setup repair after global routing could not meet its margin everywhere.
- The class of the most critical setup path reads input port to output pin.
- The count of synthesis-stage warnings from yosys reads 1.
- The wire length after detailed routing reads 6710 um.
- For reference, the critical path cell chain is buf_12 > buf_12 > buf_12 > mux4_2 > buf_2.
- The total track usage is 14.6%.
- Per the timing report, the biggest fanout along the worst path comes to 5.
- The worst-case vdd ir drop reads 0.000162 V.
- The largest delay contributor family on the critical path reads multiplexers.
- Based on the critical path, the design can be clocked at up to 714 MHz.
- Excluding fillers, the count of instances in the completed layout stands at 280.
- The number of antenna violations at the first check in global routing is 2.
- The post-route netlist has 41.8% of its cells at a drive strength greater than 1.
- The number of instances in the synthesized netlist is 39.
- According to the floorplan report, the die height is 94 um.
- The final critical-path share of the clock period reads 127%.
- After floorplanning, the core was divided into 26 placement rows.
- The layout-stage area growth over the synthesis result reads 193%.
- The element type at the critical path end is an output pin.
- The final core utilization is 45.8%.
- For this run, design rule violations remaining after detail routing come to 0.
- The final hold slack reads 0.833 ns.
- The part of the power in combinational logic reads 100.0%.
- The post-placement cell count reads 267.
- For the pin with the worst max-slew slack, the measured transition is 0.110 ns.
- The final critical delay including setup and external delays is 1.40 ns.
- The max-cap check violation count reads 0.
- Along the critical path, the tally of buffer and inverter instances is 4.
- The power density over the cells is 342 mW/mm2.
- The number of hold buffers added after CTS was 0.
- The classification of the worst-slack hold path reads input port to output pin.
- Averaged over all synthesized cells, the footprint is 20.9 um2.
- Per the Yosys statistics, synthesis produced 39 cells.
- STA classifies the critical path startpoint as an input port.
- The post-synthesis cell type count is 5.
- The highest-delay cell along the critical path reads mux4_2.
- Data arrives at the worst endpoint at 1.18 ns.
- The via-per-instance ratio is 4.33.
- The netlist area before placement reads 815 um2.
- The chip occupies 0.00884 mm2.
- The part of the power in the clock network reads 0%.
- The instance area after placement reads 0.00248 mm2.
- The sequential fraction of the synthesis area is 0%.
- The routability-driven placement congestion ratio reads 0.810.
- The number of endpoints with negative hold slack in the final report reads 0.
- The leakage dissipation reads 0.00115 uW.
- Summed over all nets, the half-perimeter wirelength after detailed placement is 5690 um.
- Entering global routing, the biggest net connects 11 pins.
- Counting stages on the worst path, the most repeated cell is buf_12.
- The design has 0 sequential cells.
- The combined flip-flop and latch cell area is 0 um2.
- The horizontal die dimension is 94 um.
- The starting utilization of the core area is 15.6%.
- The number of placed I/O pins is 162.
- For reference, the top cells by area after synthesis are mux4_2, buf_12, mux4_1.
- The average wire per standard cell is 24.0 um.
- As logged by OpenROAD, the buffers inserted on ports number 162.
- The placeable core region is 0.00520 mm2.
- In the synthesized netlist, the cells that appear most often are mux4_2, buf_12, buf_2.
- The net switching power of the design reads 216 uW.
- The largest area contributor in the netlist reads mux4_2.
- The first-pass iteration count of the detailed router reads 3.
- Per the detail_route report, the via count comes to 1212.
- The layout clock buffer count reads 0.
- Measured against its own limit, the worst slew margin works out to 92.7%.
- The total global routing overflow is 0.
- The total of endpoints with negative setup slack in the final report reads 32.
- The slack of the critical path reads -0.301 ns.
- The final antenna-violating net count is 0.
- Counting the fill cells in the layout gives 525.
## cell families (layout without fill, tap and decap cells)
logic type | after synthesis | count (layout) | synth area share (%)
buffers and inverters | 7 | 176 | 10.6
muxes | 32 | 32 | 89.4
other | 0 | 2 | 0
## per-layer routing
metal / track usage (%) / part of all wire [%] / wire length [um] / vias to the layer above
li1: - / - / - / 551
met1: 17.3 / 36 / 2440 / 589
met2: 26.8 / 56 / 3760 / 70
met3: 4.28 / 7.3 / 493 / 2
met4: 0.506 / 0.31 / 21 / 0
met5: 0 / 0 / 0 / -
## repair_timing
item,in CTS,in global routing
cloned,5,0
gates resized,269,4
setup buffers,6,1
setup endpoints to repair,32,32
## power by group through the flow
| stage | Combinational [uW] | Clock (uW) | Sequential (uW) |
|---|---|---|---|
| after CTS | 839 | 0 | 0 |
| after global routing | 879 | 0.000121 | 0 |
| final | 816 | 0.000243 | 0 |
## cells in the final DEF, fill, tap and decap left out, drive strengths merged
master         instances
buf                   54
bufbuf                 1
clkdlybuf4s15          1
diode                  2
dlygate4sd2          120
mux4                  32
## through the flow
step | power, uW | TNS (ns)
finish | 816 | -7.74
global route | 879 | -8.89
CTS | 839 | -8.54
detailed placement | 988 | -26.78
global placement | 983 | -26.66
floorplan | 261 | -0.949
## worst paths after layout
| kind | start | end | slack (ns) | cells after the start |
|---|---|---|---|---|
| min | IN_D[28] | OUT[28] | 0.83 | 3 |
| max | SEL[0] | OUT[23] | -0.30 | 5 |
## cell type report
cell class	count	area [um2]	share of cell area, %
antenna	2	5.00	0.210
multi-input combinational	32	721	30.2
tap	70	87.6	3.67
timing repair buffer	176	1570	65.9
## worst min-delay path, delay by kind of cell
kind	cells	cell delay (ns)
mux	1	0.23
buf+inv	2	0.16
Power and IR drop assume default switching activity.
